**flow/design.v**
```verilog
`timescale 1ns / 1ps
module RAM(clk, Addr, Din, we, sel, ld, Dout, ext_a, ext_d);
    input wire clk, we, ld;
    input wire [31:0] Din;
    input wire [4:0] Addr, ext_a;
    input wire [3:0] sel;
    output wire [31:0] Dout, ext_d;
    reg [31:0] data[31:0];
    initial
    begin
    end
    always @(posedge clk)
    begin
        if (we)
        begin
            if (sel&4'b0001)
            begin
                data[Addr][7:0] <= Din[7:0];
            end
            if (sel&4'b0010)
            begin
                data[Addr][15:8] <= Din[15:8];
            end
            if (sel&4'b0100)
            begin
                data[Addr][23:16] <= Din[23:16];
            end
            if (sel&4'b1000)
            begin
                data[Addr][31:24] <= Din[31:24];
            end
        end
    end 
    assign Dout = data[Addr];
    assign ext_d = data[ext_a];
endmodule
```
**flow/run.sh**
```bash
#!/bin/bash
# OpenROAD 26Q1-2900-gdf79404cd8, Yosys 0.63+post, stock flow scripts
make -C /OpenROAD-flow-scripts/flow DESIGN_CONFIG=/design/flow/config.mk WORK_HOME=/design/flow/orfs finish
```
**flow/config.mk**
```make
export PLATFORM = sky130hd
export DESIGN_NAME = RAM
export DESIGN_NICKNAME = RAM
export VERILOG_FILES = /design/flow/design.v
export SDC_FILE = /design/flow/constraint.sdc
export NUM_CORES = 4
export LEC_CHECK = 1
export CORE_UTILIZATION = 50
```
**flow/constraint.sdc**
```tcl
current_design RAM

set clk_period 10.4
set clk_io_pct 0.2

create_clock -name clk0 -period $clk_period [get_ports {clk}]

set non_clock_inputs [all_inputs -no_clocks]
set_input_delay [expr $clk_period * $clk_io_pct] -clock clk0 $non_clock_inputs
set_output_delay [expr $clk_period * $clk_io_pct] -clock clk0 [all_outputs]
```
==> results_dict.tcl <==
# metrics dict for downstream scripts
set metrics [dict create \
    htreeDepth 3 \
    ys_types 28 \
    drt_iter0_drc 1703 \
    cts_sinks 1024 \
    dr.pass1.iters 5 \
    tool_warnings 27 \
    cts_hold_buf 0 \
    status "finished, final reports clean" \
    antenna_found_initial 3 \
    fmax_ghz 0.134 \
    maxSlewViolCount 0 \
    required_ns 8.32 \
    syn_area_um2 47600 \
    post-route-min-period_ns 7.44 \
    critPathLaunch "Addr[2]" \
    num-fill-cells 6885 \
    setup_tns_ns 0 \
    core.rowCount 112 \
    aoi_share 0.0614 \
    min_path_type "input pin to flip-flop" \
    first_global_vias 31300 \
    synthTopCellsByCount "edfxtp_1, mux2i_1, mux4_2, a22oi_1, nor2_1" \
    routed_wl_um 129000 \
    chip_area_um2 96500 \
    top_cells_by_area "edfxtp_1, mux4_2, mux2i_1" \
    gr-total-overflow 0 \
    ys.flop_type "edfxtp_1" \
    vdd_ir_drop_max_mv 0.127 \
    fin_crit_sh 0.716 \
    pin_count 113 \
    drv_cap 0 \
    rsz0062_at_grt "no" \
    avgSynthCellArea_um2 16.6 \
    grt_first_pass_wirelength_um 193000 \
    synth-seq-cells 1024 \
    power_frac_comb 0.082 \
    worstSetupPathType "input pin to output port" \
    p_clk_frac 0.416 \
    io_buffers 111 \
    hold_ws_ns 2.23 \
    worstHoldStart "Din[0]" \
    edf_count 1024 \
    grt_use_total 0.302 \
    ys_area_um2 47600 \
    setup_viol 0 \
    chipHeight_um 311 \
    fp.dieW_um 311 \
    vias_per_cell 6.43 \
    cts_root_buf "clkbuf_16" \
    xor_area_frac 0 \
    wire_per_inst_um 29.5 \
    numCtsBuffers 107 \
    grt_start_max_net_pins 96 \
    syn_to_final_growth_pct 14.1 \
    p_seq_frac 0.502 \
    synth.most_common_cell "edfxtp_1" \
    cts_tree "built" \
    drc 0 \
    gp_congestion 0.900 \
    yosys_warnings 1 \
    coreArea_um2 93900 \
    mux_area_frac 0.229 \
    cts_resized 0 \
    yosysTopAreaCell "edfxtp_1" \
    fp_util 0.507 \
    p_per_area_nw_per_um2 168 \
    regMostFlops "data" \
    adder_share 0 \
    cp_max_fo 17 \
    vias 28300 \
    hpwl_um 79400 \
    largest_register_ffs 1024 \
    p_sw_mw 1.99 \
    hold_viol 0 \
    postRouteAntennaNets 0 \
    top_area_frac 0.646 \
    ys_async_sr_fraction 0 \
    synth_simple_gate_area_share 0.0409 \
    clkSlewWorstSetupHoldPaths_ns 0.06 \
    syn_inst 2866 \
    power.leakage_nw 18.5 \
    p_int_mw 7.14 \
    synth_seq_share 0.646 \
    diodes 0 \
    postCtsSetupRepairBufs 0 \
    reg.largest.list "data x1024" \
    tightest_slew_ns 0.943 \
    topCombFamilyByArea "multiplexers" \
    relSlewSlack 0.369 \
    worst_setup_path_end_kind "output port" \
    cp.arrival_ns 5.36 \
    start_kind "input pin" \
    ys_cells 2866 \
    drive_gt1_frac 0.198 \
    clk_path_buf_depth 3 \
    p_sw_frac 0.218 \
]
stage by stage:
stage	std cells	total power, mW	instance area, um2	util	worst slack (ns)
finish	4395	9.12	54400	0.579	2.96
global route	4395	9.39	54400	0.579	2.84
CTS	4395	9.18	54400	0.579	2.96
detailed placement	4195	5.41	50800	0.541	2.99
global placement	4195	5.40	50800	0.541	3.00
floorplan	2866	5.08	47600	-	5.01
routing by layer:
layer,vias up,track usage,share of wire
li1,12200,-,-
met1,14000,0.404,0.34
met2,1825,0.432,0.47
met3,211,0.217,0.17
met4,8,0.0584,0.025
met5,-,0.0124,0.00060
critical path: stages:
cell	delay, ns
clkdlybuf4s50_1	0.84
nand2_1	0.20
nor2_4	0.73
buf_4	0.55
a22oi_1	0.24
nand4_1	0.19
clkdlybuf4s50_1	0.50
cell families after synthesis:
group                  after synthesis
buffers and inverters              229
muxes                              768
and+or+nand+nor                    429
AOI/OAI and AO/OA                  416
DFF                               1024
worst paths after layout:
kind                  slack, ns          end  depth (start not counted)
worst max-delay path       2.96     Dout[15]                          7
worst min-delay path       2.23  data[11][0]                          2
power by group through the flow:
stage	Combinational, mW	Sequential (mW)	Clock (mW)
CTS	0.748	4.58	3.85
global route	0.797	4.58	4.01
finish	0.744	4.58	3.80
cell usage in the layout, fill, tap and decap left out, types with 3 or more instances in the layout:
master and instances:
clkinv_1 29, mux2i_1 512, clkinvlp_4 7, clkbuf_1 19
nor2_1 130, buf_4 183, bufinv_16 13, mux4_2 256
clkbuf_16 111, nand3_1 109, a22o_1 64, a31oi_1 32
edfxtp_1 1024, nand4_1 36, a21oi_1 96, a22oi_1 224
buf_8 3, clkdlybuf4s50_1 108, clkinv_2 20, nand2_1 98
buf_12 10, nor3_1 32
layout make-up:
cell class | instances | area [um2] | share of cell area
sequential | 1024 | 30700 | 0.566
multi-input combinational | 1613 | 15800 | 0.291
clock buffer | 130 | 2850 | 0.0524
timing repair buffer | 304 | 2700 | 0.0497
tap | 1254 | 1570 | 0.0289
clock inverter | 70 | 661 | 0.0122
Power is estimated from default activity; no workload was simulated.
