File: flow/config.mk
export PLATFORM = sky130hd
export DESIGN_NAME = Controller
export DESIGN_NICKNAME = Controller
export VERILOG_FILES = /design/flow/design.v
export SDC_FILE = /design/flow/constraint.sdc
export NUM_CORES = 4
export LEC_CHECK = 1
export CORE_AREA = 10 10 70 70
export DIE_AREA = 0 0 80 80
File: flow/constraint.sdc
current_design Controller

set clk_period 3.9
set clk_io_pct 0.2

create_clock -name clk0 -period $clk_period

set non_clock_inputs [all_inputs -no_clocks]
set_input_delay [expr $clk_period * $clk_io_pct] -clock clk0 $non_clock_inputs
set_output_delay [expr $clk_period * $clk_io_pct] -clock clk0 [all_outputs]
File: flow/design.v
`timescale 1ns / 1ps
module AluController(OP, F, AluOp);
    input [5:0] OP, F;
    output reg [3:0] AluOp;
    wire OP5, OP4, OP3, OP2, OP1, OP0;
    wire F5, F4, F3, F2, F1, F0;
    assign {OP5, OP4, OP3, OP2, OP1, OP0} = OP;
    assign {F5, F4, F3, F2, F1, F0} = F;
    always @(OP, F)
    begin
        AluOp[0] <= ~OP5&~OP4&~OP3&~OP2&~OP1&~OP0&~F5&~F4&~F3&~F2&F1&F0 |
        ~OP5&~OP4&~OP3&~OP2&~OP1&~OP0&F5&~F4&~F3&~F2&~F1&~F0 | 
        ~OP5&~OP4&~OP3&~OP2&~OP1&~OP0&F5&~F4&~F3&~F2&~F1&F0 | 
        ~OP5&~OP4&~OP3&~OP2&~OP1&~OP0&F5&~F4&~F3&F2&~F1&~F0 | 
        ~OP5&~OP4&~OP3&~OP2&~OP1&~OP0&F5&~F4&F3&~F2&F1&~F0 | 
        ~OP5&~OP4&OP3&~OP2&~OP1&~OP0 | 
        ~OP5&~OP4&OP3&OP2&~OP1&~OP0 | 
        ~OP5&~OP4&OP3&~OP2&~OP1&OP0 | 
        ~OP5&~OP4&OP3&~OP2&OP1&~OP0 | 
        OP5&~OP4&~OP3&~OP2&OP1&OP0 | 
        OP5&~OP4&OP3&~OP2&OP1&OP0 | 
        ~OP5&~OP4&~OP3&~OP2&~OP1&~OP0&~F5&~F4&~F3&F2&F1&F0 | 
        ~OP5&~OP4&OP3&OP2&OP1&~OP0 | 
        OP5&~OP4&OP3&~OP2&~OP1&OP0 | 
        ~OP5&~OP4&~OP3&OP2&OP1&OP0;
        AluOp[1] <= ~OP5&~OP4&~OP3&~OP2&~OP1&~OP0&~F5&~F4&~F3&~F2&F1&~F0 |
        ~OP5&~OP4&~OP3&~OP2&~OP1&~OP0&F5&~F4&~F3&~F2&F1&~F0 | 
        ~OP5&~OP4&~OP3&~OP2&~OP1&~OP0&F5&~F4&~F3&F2&~F1&~F0 | 
        ~OP5&~OP4&~OP3&~OP2&~OP1&~OP0&F5&~F4&~F3&F2&F1&F0 | 
        ~OP5&~OP4&~OP3&~OP2&~OP1&~OP0&F5&~F4&F3&~F2&F1&~F0 | 
        ~OP5&~OP4&OP3&OP2&~OP1&~OP0 | 
        ~OP5&~OP4&OP3&~OP2&OP1&~OP0 | 
        ~OP5&~OP4&~OP3&OP2&OP1&OP0;
        AluOp[2] <= ~OP5&~OP4&~OP3&~OP2&~OP1&~OP0&F5&~F4&~F3&~F2&~F1&~F0 |
        ~OP5&~OP4&~OP3&~OP2&~OP1&~OP0&F5&~F4&~F3&~F2&~F1&F0 | 
        ~OP5&~OP4&~OP3&~OP2&~OP1&~OP0&F5&~F4&~F3&~F2&F1&~F0 | 
        ~OP5&~OP4&~OP3&~OP2&~OP1&~OP0&F5&~F4&~F3&F2&~F1&~F0 | 
        ~OP5&~OP4&~OP3&~OP2&~OP1&~OP0&F5&~F4&F3&~F2&F1&F0 | 
        ~OP5&~OP4&OP3&~OP2&~OP1&~OP0 | 
        ~OP5&~OP4&OP3&OP2&~OP1&~OP0 | 
        ~OP5&~OP4&OP3&~OP2&~OP1&OP0 | 
        OP5&~OP4&~OP3&~OP2&OP1&OP0 | 
        OP5&~OP4&OP3&~OP2&OP1&OP0 | 
        OP5&~OP4&OP3&~OP2&~OP1&OP0;
        AluOp[3] <= ~OP5&~OP4&~OP3&~OP2&~OP1&~OP0&F5&~F4&~F3&F2&~F1&F0 |
        ~OP5&~OP4&~OP3&~OP2&~OP1&~OP0&F5&~F4&~F3&F2&F1&F0 | 
        ~OP5&~OP4&~OP3&~OP2&~OP1&~OP0&F5&~F4&F3&~F2&F1&~F0 | 
        ~OP5&~OP4&~OP3&~OP2&~OP1&~OP0&F5&~F4&F3&~F2&F1&F0 | 
        ~OP5&~OP4&OP3&~OP2&OP1&~OP0 | 
        ~OP5&~OP4&OP3&OP2&~OP1&OP0 | 
        ~OP5&~OP4&OP3&OP2&OP1&~OP0 | 
        ~OP5&~OP4&~OP3&OP2&OP1&OP0;
    end
endmodule
`timescale 1ns / 1ps
module ControlSignal(op, func, MemToReg, MemWrite, AluSrc, RegWrite,
                     SysCall, SignedExt, RegDst, Beq, Bne, JR, JMP, JAL);
    input wire [5:0] op, func;
    output reg MemToReg, MemWrite, AluSrc,
               RegWrite, SysCall, SignedExt,
               RegDst, Beq, Bne, JR, JMP, JAL;
    wire OP0, OP1, OP2, OP3, OP4, OP5;
    wire F5, F4, F3, F2, F1, F0;
    assign {F5, F4, F3, F2, F1, F0} = func;
    assign {OP5, OP4, OP3, OP2, OP1, OP0} = op;
    always @(op, func)
    begin
        MemToReg <= OP5&~OP4&~OP3&~OP2&OP1&OP0;
        MemWrite <= OP5&~OP4&OP3&~OP2&OP1&OP0 |
        OP5&~OP4&OP3&~OP2&~OP1&OP0;
        AluSrc <= ~OP5&~OP4&OP3&~OP2&~OP1&~OP0 |
        ~OP5&~OP4&OP3&OP2&~OP1&~OP0 | 
        ~OP5&~OP4&OP3&~OP2&~OP1&OP0 | 
        ~OP5&~OP4&OP3&~OP2&OP1&~OP0 | 
        ~OP5&~OP4&OP3&OP2&~OP1&OP0 | 
        OP5&~OP4&~OP3&~OP2&OP1&OP0 | 
        OP5&~OP4&OP3&~OP2&OP1&OP0 | 
        ~OP5&~OP4&OP3&OP2&OP1&~OP0 | 
        OP5&~OP4&OP3&~OP2&~OP1&OP0;
        RegWrite <= ~OP5&~OP4&~OP3&~OP2&~OP1&~OP0&~F5&~F4&~F3&~F2&~F1&~F0 |
        ~OP5&~OP4&~OP3&~OP2&~OP1&~OP0&~F5&~F4&~F3&~F2&F1&F0 | 
        ~OP5&~OP4&~OP3&~OP2&~OP1&~OP0&~F5&~F4&~F3&~F2&F1&~F0 | 
        ~OP5&~OP4&~OP3&~OP2&~OP1&~OP0&F5&~F4&~F3&~F2&~F1&~F0 | 
        ~OP5&~OP4&~OP3&~OP2&~OP1&~OP0&F5&~F4&~F3&~F2&~F1&F0 | 
        ~OP5&~OP4&~OP3&~OP2&~OP1&~OP0&F5&~F4&~F3&~F2&F1&~F0 | 
        ~OP5&~OP4&~OP3&~OP2&~OP1&~OP0&F5&~F4&~F3&F2&~F1&~F0 | 
        ~OP5&~OP4&~OP3&~OP2&~OP1&~OP0&F5&~F4&~F3&F2&~F1&F0 | 
        ~OP5&~OP4&~OP3&~OP2&~OP1&~OP0&F5&~F4&~F3&F2&F1&F0 | 
        ~OP5&~OP4&~OP3&~OP2&~OP1&~OP0&F5&~F4&F3&~F2&F1&~F0 | 
        ~OP5&~OP4&~OP3&~OP2&~OP1&~OP0&F5&~F4&F3&~F2&F1&F0 | 
        ~OP5&~OP4&~OP3&~OP2&OP1&OP0 | 
        ~OP5&~OP4&OP3&~OP2&~OP1&~OP0 | 
        ~OP5&~OP4&OP3&OP2&~OP1&~OP0 | 
        ~OP5&~OP4&OP3&~OP2&~OP1&OP0 | 
        ~OP5&~OP4&OP3&~OP2&OP1&~OP0 | 
        ~OP5&~OP4&OP3&OP2&~OP1&OP0 | 
        OP5&~OP4&~OP3&~OP2&OP1&OP0 | 
        ~OP5&~OP4&~OP3&~OP2&~OP1&~OP0&~F5&~F4&~F3&F2&F1&F0 | 
        ~OP5&~OP4&OP3&OP2&OP1&~OP0;
        SysCall <= ~OP5&~OP4&~OP3&~OP2&~OP1&~OP0&~F5&~F4&F3&F2&~F1&~F0;
        SignedExt <= ~OP5&~OP4&~OP3&~OP2&~OP1&~OP0&F5&~F4&F3&~F2&F1&F0 |
        ~OP5&~OP4&OP3&OP2&~OP1&~OP0 | 
        ~OP5&~OP4&OP3&OP2&~OP1&OP0 | 
        ~OP5&~OP4&OP3&OP2&OP1&~OP0;
        RegDst <= ~OP5&~OP4&~OP3&~OP2&~OP1&~OP0&~F5&~F4&~F3&~F2&~F1&~F0 |
        ~OP5&~OP4&~OP3&~OP2&~OP1&~OP0&~F5&~F4&~F3&~F2&F1&F0 | 
        ~OP5&~OP4&~OP3&~OP2&~OP1&~OP0&~F5&~F4&~F3&~F2&F1&~F0 | 
        ~OP5&~OP4&~OP3&~OP2&~OP1&~OP0&F5&~F4&~F3&~F2&~F1&~F0 | 
        ~OP5&~OP4&~OP3&~OP2&~OP1&~OP0&F5&~F4&~F3&~F2&~F1&F0 | 
        ~OP5&~OP4&~OP3&~OP2&~OP1&~OP0&F5&~F4&~F3&~F2&F1&~F0 | 
        ~OP5&~OP4&~OP3&~OP2&~OP1&~OP0&F5&~F4&~F3&F2&~F1&~F0 | 
        ~OP5&~OP4&~OP3&~OP2&~OP1&~OP0&F5&~F4&~F3&F2&~F1&F0 | 
        ~OP5&~OP4&~OP3&~OP2&~OP1&~OP0&F5&~F4&~F3&F2&F1&F0 | 
        ~OP5&~OP4&~OP3&~OP2&~OP1&~OP0&F5&~F4&F3&~F2&F1&~F0 | 
        ~OP5&~OP4&~OP3&~OP2&~OP1&~OP0&F5&~F4&F3&~F2&F1&F0 | 
        ~OP5&~OP4&~OP3&~OP2&~OP1&~OP0&~F5&~F4&~F3&F2&F1&F0;
        Beq <= ~OP5&~OP4&~OP3&OP2&~OP1&~OP0;
        Bne <= ~OP5&~OP4&~OP3&OP2&~OP1&OP0;
        JR <= ~OP5&~OP4&~OP3&~OP2&~OP1&~OP0&~F5&~F4&F3&~F2&~F1&~F0;
        JMP <= ~OP5&~OP4&~OP3&~OP2&OP1&~OP0;
        JAL <= ~OP5&~OP4&~OP3&~OP2&OP1&OP0;
    end
endmodule
`timescale 1ns / 1ps
module Controller(OP, Func,  MemToReg, MemWrite, AluSrc, RegWrite,
                  SysCall, SignedExt, RegDst, Beq, Bne, JR, JMP, JAL, AluOp, C1, C2, M, B);
      input [5:0] OP, Func;
      output wire MemToReg, MemWrite, AluSrc, RegWrite,
                  SysCall, SignedExt, RegDst, Beq, Bne, JR, JMP, JAL;
      output wire [3:0] AluOp;
      output wire C1, C2, M, B;
      ControlSignal control_signal(.op(OP), .func(Func), .MemToReg(MemToReg), .MemWrite(MemWrite),
                    .AluSrc(AluSrc), .RegWrite(RegWrite), .SysCall(SysCall), .SignedExt(SignedExt),
                    .RegDst(RegDst), .Beq(Beq), .Bne(Bne), .JR(JR), .JMP(JMP), .JAL(JAL));
      ExtendSignal ext(.op(OP), .func(Func), .SHM_SRC(C1), .SH(M), .BGTZ(B));
      AluController alu_ctl(.OP(OP), .F(Func), .AluOp(AluOp));
endmodule
`timescale 1ns / 1ps
module ExtendSignal(op, func, SHM_SRC, BGTZ, SH);
    input wire [5:0] op, func;
    output reg SHM_SRC, BGTZ, SH;
    initial
    begin
        SHM_SRC <= 0;
        BGTZ <= 0;
        SH <= 0;
    end
    wire OP0, OP1, OP2, OP3, OP4, OP5;
    wire F5, F4, F3, F2, F1, F0;
    assign {F5, F4, F3, F2, F1, F0} = func;
    assign {OP5, OP4, OP3, OP2, OP1, OP0} = op;
    always @(op, func)
    begin
        SHM_SRC <= ~OP5&~OP4&~OP3&~OP2&~OP1&~OP0&~F5&~F4&~F3&F2&F1&F0;
        BGTZ <= ~OP5&~OP4&~OP3&OP2&OP1&OP0;
        SH <= OP5&~OP4&OP3&~OP2&~OP1&OP0;
    end
endmodule
File: flow/run.sh
#!/bin/bash
# OpenROAD 26Q1-2900-gdf79404cd8, Yosys 0.63+post, stock flow scripts
make -C /OpenROAD-flow-scripts/flow DESIGN_CONFIG=/design/flow/config.mk WORK_HOME=/design/flow/orfs finish
==> flow_summary_export.csv <==
group,metric,value,unit
finish,utilization,25.7,%
drt,route.detailed.drc,0,
power,pwr-share-clk,0,%
critical_path,cp-start-kind,"primary input",
drt,n_antenna_cell,0,
logic_synthesis,top_logic_kind,"simple AND/OR/NAND/NOR gates",
job,warning_count,32,
logic_synthesis,top_cells_by_area,"nor2_1 (8.1%), buf_2 (5.4%), a21oi_1 (4.5%)",
place,dp_hpwl,1640,um
die,die_h,80,um
power,power_density,75.5,nW/um^2
drt,num_vias,703,
power,power_frac_seq,0,%
drt,wl,1960,um
finish,logic_area,480,um^2
power,finalPower,0.0000663,W
finish,ff_count,0,
global_routing,grt_pass1_vias,648,
power,power_frac_comb,100.0,%
critical_path,cp_cell_sequence,"clkdlybuf4s50_1 > xor2_1 > and3_1 > a31oi_1 > o32ai_1 > clkdlybuf4s50_1",
final_timing,setup_viol,0,
clocking,hold_buffers,0,
critical_path,worstPathMaxFanout,11,
global_routing,grt_max_degree,14,
status,status,"finished clean",
critical_path,crit_end,"AluOp[3]",
finish,nClkBuffers,0,
finish,fillerInstances,387,
logic_synthesis,mux_share,3.60,%
final_timing,min_period_over_period,90.6,%
logic_synthesis,syn_area_per_cell,6.46,um^2
critical_path,crit_path_end_kind,"output pin",
critical_path,slowest_stage,"clkdlybuf4s50_1",
global_routing,antenna_found_initial,0,
finish,seqCellArea,0,um^2
global_routing,grt_pass1_wl,3170,um
place,portBuffers,31,
die,pin_count,32,
critical_path,required,3120,ps
drt,routedWlPerCell,12.6,um
logic_synthesis,synth_cells,86,
die,fp_util,16.3,%
logic_synthesis,ys_sh_xor,3.15,%
finish,drive_above_1_share,8.26,%
power,sw_frac_of_total,50.6,%
logic_synthesis,simple_gate_area_share,50.0,%
die,chipArea,6400,um^2
logic_synthesis,ys_seq_share,0,%
min_path,min_path_type,"primary input to output pin",
power,internal_power,0.0000328,W
power,p_sw,0.0000335,W
die,fp-row-count,21,
logic_synthesis,yosysWarnings,4,
finish,area_delta_synth_final,58.1,%
logic_synthesis,synth_chip_area,556,um^2
global_routing,grt_use_total,5.89,%
logic_synthesis,yosysTopAreaCell,"nor2_1",
die,core,3420,um^2
clocking,post_cts_buffers,0,
logic_synthesis,synth.distinct_cells,39,
clocking,cts-resized-gates,0,
final_timing,clock.fmax,0.283,GHz
final_timing,hold_viol,0,
critical_path,crit_top_cell,"clkdlybuf4s50_1",
drt,drtIter0Drc,85,
logic_synthesis,common_cells,"nor2_1 (12), buf_2 (6), nand2_1 (6), a21oi_1 (5)",
job,drv_cap,0,
critical_path,cp.arrival,2750,ps
logic_synthesis,top_cell_area_share,8.11,%
power,total_leakage_power,0.278,nW
final_timing,finalWorstPathRequiredPeriod,3530,ps
drt,via_per_inst,4.54,
global_routing,grt_overflow,0,
drt,ant_nets,0,
place,finalWeightedCongestion,0.823,
power,peakVddDrop,0.0000313,V
final_timing,rsz0062_at_grt,"no",
die,die_w,80,um
final_timing,drv_slew,0,
logic_synthesis,netlist_area,556,um^2
logic_synthesis,ys_sh_aoi,29.1,%
final_timing,setup_tns,0,ps
logic_synthesis,yosysMostFrequentCell,"nor2_1",
logic_synthesis,ys_cells,86,
drt,dr.pass1.iters,4,
logic_synthesis,ys_sh_adder,0,%
critical_path,critPathKind,"primary input to output pin",
critical_path,startpoint,"OP[1]",
critical_path,slowest_delay,760,ps
[critical path, delay by kind of cell]
kind	cells	cell delay [ps]
AOI/OAI and AO/OA	2	330
xor gates and xnor gates	1	180
buffers and inverters	2	1280
and+or+nand+nor	1	170
[metal layers]
| layer | up-vias | track usage, % | wire, um |
|---|---|---|---|
| met5 | - | 0 | 0 |
| met4 | 0 | 0 | 0 |
| met3 | 0 | 2.16 | 224 |
| met2 | 25 | 9.63 | 895 |
| met1 | 316 | 7.65 | 836 |
| li1 | 362 | - | - |
[layout make-up]
| type | count | share of cell area [%] |
|---|---|---|
| multi-input cells | 72 | 54.7 |
| repair buffers | 33 | 37.0 |
| inverters | 4 | 1.71 |
| well taps | 46 | 6.55 |
[worst min path at each step]
stage           start  endpoint  slack, ps  cells after the start
CTS           Func[3]   SysCall       2640                      4
finish        Func[3]   SysCall       2620                      4
global route  Func[3]   SysCall       2680                      4
[cell usage in the layout, fill, tap and decap left out, drive strengths merged, types with 2 or more instances in the layout]
cell / n
nor3: 5
nand2: 7
nand2b: 2
inv: 4
a31oi: 2
mux2i: 2
nand4: 2
and3: 2
buf: 2
nand3: 2
a21oi: 5
o31ai: 2
clkdlybuf4s50: 31
nor2b: 2
nor2: 12
o21ai: 3
o22ai: 4
nand3b: 3
nand4b: 2
[cells by family (layout without fill, tap and decap cells)]
group / Yosys count / after routing
XOR/XNOR: 2 / 2
other: 1 / 1
AND/OR/NAND/NOR: 44 / 44
multiplexers: 2 / 2
buffers and inverters: 14 / 37
AND-OR/OR-AND: 23 / 23
[metrics by stage]
step / area (um^2) / instances / hold WS [ps] / worst slack (ps)
after global placement: 878 / 155 / 2630 / 357
after global routing: 878 / 155 / 2680 / 185
after detailed placement: 878 / 155 / 2630 / 327
final: 878 / 155 / 2620 / 368
after CTS: 878 / 155 / 2640 / 324
after floorplan: 556 / 86 / 1580 / 1570
[power by group through the flow]
stage | clock network (W) | registers [W] | logic (W)
after CTS | 0 | 0 | 0.0000668
after global routing | 0 | 0 | 0.0000732
final | 0 | 0 | 0.0000663
Power and IR drop assume default switching activity.
